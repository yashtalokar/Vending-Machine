==> flow/design.v <==
`timescale 1ns/1ps
module Item_One(
  input  logic five_rup, ten_rup, clk, rst,
  input  logic [3:0] item_no,
  output logic product, change
);
  typedef enum logic [1:0] {S0=2'b00, S5=2'b01, S10=2'b10} state_t;
  state_t curr_state, next_state;
  always_ff @(posedge clk or posedge rst) begin    
    if (rst)
      curr_state <= S0;
    else
      curr_state <= next_state;
  end
  always_comb begin 
    next_state = curr_state;
    product = 0;
    change  = 0;
    if (item_no == 4'b0001) begin
      case (curr_state)
        S0: begin 
          if (five_rup) next_state = S5;
          else if (ten_rup)   next_state = S10;
        end
        S5: begin 
          if (five_rup) next_state = S10;
          else if (ten_rup) begin next_state = S0; product = 1; end
        end
        S10: begin
          if (five_rup) begin next_state = S0; product = 1; end
          else if (ten_rup) begin next_state = S0; product = 1; change  = 1; end
        end
        default: next_state = S0;
      endcase
    end
   else next_state = S0; 
  end
endmodule
module Item_Two(
  input  logic five_rup, ten_rup, clk, rst,
  input  logic [3:0] item_no,
  output logic product, change
);
  typedef enum logic [2:0] {S0=3'b000, S5=3'b001, S10=3'b010, S15=3'b100} state_t;
  state_t curr_state, next_state;
  always_ff @(posedge clk or posedge rst) begin
    if(rst) curr_state <= S0;  
    else curr_state <= next_state;
    end
  always_comb begin 
    next_state = curr_state;
    product = 0;
    change  = 0;
    if (item_no == 4'b0010) begin
      case (curr_state)
        S0: begin 
          if (five_rup) next_state = S5;
          else if (ten_rup)   next_state = S10;
        end
        S5: begin 
          if (five_rup) next_state = S10;
          else if (ten_rup) next_state = S15;
        end
        S10: begin
          if (five_rup) next_state = S15; 
          else if (ten_rup) begin next_state = S0; product = 1; end
        end
        S15: begin
          if(five_rup)     begin next_state = S0; {product, change} = 2'b10; end
          else if(ten_rup) begin next_state = S0; {product, change} = 2'b11; end
          end
        default: next_state = S0;
      endcase
     end
    else next_state = S0; 
  end
endmodule
module Item_Three(
  input  logic five_rup, ten_rup, clk, rst,
  input  logic [3:0] item_no,
  output logic product, change
);
  typedef enum logic [3:0] {S0=4'b0000, S5=4'b0001, S10=4'b0010, S15=4'b0100, S20=4'b1000} state_t;
  state_t curr_state, next_state;
  always_ff @(posedge clk or posedge rst) begin
    if(rst) curr_state <= S0;  
    else curr_state <= next_state;
    end
  always_comb begin 
    next_state = curr_state;
    product = 0;
    change  = 0;
    if (item_no == 4'b0100) begin
      case (curr_state)
        S0: begin 
          if (five_rup) next_state = S5;
          else if (ten_rup)   next_state = S10;
        end
        S5: begin 
          if (five_rup) next_state = S10;
          else if (ten_rup) next_state = S15;
        end
        S10: begin
          if (five_rup)     next_state = S15; 
          else if (ten_rup) next_state = S20; 
        end
        S15: begin
          if(five_rup) next_state = S20;
          else if(ten_rup) begin next_state = S0; product = 1; end
          end
        S20: begin
          if(five_rup)     begin next_state = S0;  {product, change} = 2'b10; end
          else if(ten_rup) begin next_state = S0;  {product, change} = 2'b11; end
        end
        default: next_state = S0;
      endcase
     end
    else next_state = S0; 
  end
endmodule  
module Item_Four(
  input  logic five_rup, ten_rup, clk, rst,
  input  logic [3:0] item_no,
  output logic product, change
);
  typedef enum logic [4:0] {S0=5'b00000, S5=5'b00001, S10=5'b00010, S15=5'b00100, S20=5'b01000, S25=5'b10000} state_t;
  state_t curr_state, next_state;
  always_ff @(posedge clk or posedge rst) begin
    if(rst) curr_state <= S0;  
    else curr_state <= next_state;
    end
  always_comb begin 
    next_state = curr_state;
    product = 0;
    change  = 0;
    if (item_no == 4'b1000 && !rst) begin
      case (curr_state)
        S0: begin 
          if (five_rup) next_state = S5;
          else if (ten_rup)   next_state = S10;
        end
        S5: begin 
          if (five_rup) next_state = S10;
          else if (ten_rup) next_state = S15;
        end
        S10: begin
          if (five_rup)     next_state = S15; 
          else if (ten_rup) next_state = S20; 
        end
        S15: begin
          if(five_rup) next_state = S20;
          else if(ten_rup) next_state = S25;
          end
        S20: begin
          if(five_rup)     next_state = S25; 
          else if(ten_rup) begin next_state = S0; {product, change} = 2'b10; end
        end
        S25: begin
          if(five_rup)     begin next_state = S0;  {product, change} = 2'b10; end
          else if(ten_rup) begin next_state = S0;  {product, change} = 2'b11; end
        end
        default: next_state = S0;
      endcase
     end
    else next_state = S0; 
  end
endmodule 
module VendingMachine(
  input  logic [3:0] item_no,
  input  logic five_rup, ten_rup, clk, rst,
  output logic product, change
);
  logic no1, no2, no3, no4;
  logic c1, c2, c3, c4;
  Item_One   I1(.five_rup(five_rup), .ten_rup(ten_rup), .clk(clk), .rst(rst), .product(no1), .change(c1), .item_no(item_no));
  Item_Two   I2(.five_rup(five_rup), .ten_rup(ten_rup), .clk(clk), .rst(rst), .product(no2), .change(c2), .item_no(item_no));
  Item_Three I3(.five_rup(five_rup), .ten_rup(ten_rup), .clk(clk), .rst(rst), .product(no3), .change(c3), .item_no(item_no));
  Item_Four  I4(.five_rup(five_rup), .ten_rup(ten_rup), .clk(clk), .rst(rst), .product(no4), .change(c4), .item_no(item_no));
  always_comb begin
    case(item_no)
      4'b0001: {product, change} = {no1, c1};
      4'b0010: {product, change} = {no2, c2};
      4'b0100: {product, change} = {no3, c3};
      4'b1000: {product, change} = {no4, c4};
      default: {product, change} = 2'b00;
    endcase
  end
endmodule
==> flow/run.sh <==
#!/bin/bash
# OpenROAD 26Q1-2900-gdf79404cd8, Yosys 0.63+post, stock flow scripts
make -C /OpenROAD-flow-scripts/flow DESIGN_CONFIG=/design/flow/config.mk WORK_HOME=/design/flow/orfs finish
==> flow/config.mk <==
export PLATFORM = sky130hd
export DESIGN_NAME = VendingMachine
export DESIGN_NICKNAME = VendingMachine
export VERILOG_FILES = /design/flow/design.v
export SDC_FILE = /design/flow/constraint.sdc
export NUM_CORES = 4
export LEC_CHECK = 1
export CORE_AREA = 10 10 109 109
export DIE_AREA = 0 0 119 119
==> flow/constraint.sdc <==
current_design VendingMachine

set clk_period 4.6
set clk_io_pct 0.2

create_clock -name clk0 -period $clk_period [get_ports {clk}]

set non_clock_inputs [all_inputs -no_clocks]
set_input_delay [expr $clk_period * $clk_io_pct] -clock clk0 $non_clock_inputs
set_output_delay [expr $clk_period * $clk_io_pct] -clock clk0 [all_outputs]
==> impl_metrics.env <==
# source this file to load flow results
export IMPL_status="complete, no violations"
export IMPL_critical_path_max_stage_delay_ps=550
export IMPL_grt_usage_pct=3.15
export IMPL_worst_pin_slew_ps=671
export IMPL_cts_tree="done"
export IMPL_dp_hpwl_microns=1660
export IMPL_ys_warn_count=5
export IMPL_ant_nets=0
export IMPL_tool_warnings=25
export IMPL_grt_pass1_vias=917
export IMPL_synth_top_area_share_pct=33.7
export IMPL_pwr_share_clk_pct=37.7
export IMPL_fp_util_pct=10.8
export IMPL_top_cells_by_count="nor2_1, a21oi_1, dfrtp_1"
export IMPL_sequentialPowerShare_pct=49.6
export IMPL_die_area_sq_um=14200
export IMPL_topCellsByArea="dfrtp_1, dfstp_2, nor2_1"
export IMPL_postCtsHoldBufs=0
export IMPL_ys_cells=121
export IMPL_most_common_cell="nor2_1"
export IMPL_ys_chip_area_sq_um=1040
export IMPL_drv_slew=0
export IMPL_grt_max_degree=22
export IMPL_synthDistinctLibCells=33
export IMPL_wl_microns=2230
export IMPL_ys_ff=18
export IMPL_ioPinCount=10
export IMPL_die_w_microns=119
export IMPL_core_region_area_sq_um=9640
export IMPL_hold_ws_ps=535
export IMPL_die_h_microns=119
export IMPL_r2r_start="I3.curr_state[1]$_DFF_PP0_"
export IMPL_dr_pass1_iters=4
export IMPL_hold_violations=0
export IMPL_worst_hold_path_type="reg2reg"
export IMPL_end_kind="output pin"
export IMPL_period_needed_ps=3850
export IMPL_cp_start_kind="primary input"
export IMPL_finalSetupViolCount=0
export IMPL_htreeDepth=1
export IMPL_synth_seq_share_pct=43.8
export IMPL_fillers=1114
export IMPL_setup_slack_ps=754
export IMPL_numCtsBuffers=3
export IMPL_p_leak_nw=0.488
export IMPL_p_int_mw=0.254
export IMPL_grt_overflow=0
export IMPL_vias=872
export IMPL_yosysTopAreaCell="dfrtp_1"
export IMPL_p_per_area_nw_per_um2=246
export IMPL_via_per_inst=3.32
export IMPL_pre_cts_slack_ps=761
export IMPL_switching_share_pct=22.4
export IMPL_worst_ep_required_time_ps=3680
export IMPL_drtIter0Drc=21
export IMPL_cap_violations=0
export IMPL_postSynthCellCount=121
export IMPL_slew_limit_headroom_pct=55.2
export IMPL_path_delay_family="buffers and inverters"
export IMPL_route_detailed_drc=0
export IMPL_tns_ps=0
export IMPL_arrival_ps=2930
export IMPL_cts_root_buf="clkbuf_8"
export IMPL_postCtsSetupRepairBufs=0
export IMPL_path_cells="clkdlybuf4s50_1 > or2_4 > or3_4 > o22ai_2 > o31a_1 > clkdlybuf4s50_1"
export IMPL_drive_gt1_share_pct=11.5
export IMPL_crit_slowest_cell="clkdlybuf4s50_1"
export IMPL_startpoint="item_no[1]"
export IMPL_switchingPower_mw=0.0735
export IMPL_place_inst=259
export IMPL_clk_pin_slew_ps=60
export IMPL_async_flop_share_pct=100
export IMPL_clk_latency_ps=250
export IMPL_finalClockPeriodUsage_pct=83.6
export IMPL_syn_cell_area_sq_um=1040
export IMPL_path_buffers=2
export IMPL_syn_to_final_growth_pct=28.3
export IMPL_final_cells=263
export IMPL_diodes=0
export IMPL_ff2ff_setup_slack_ps=3570
export IMPL_hp_start="I2.curr_state[1]$_DFF_PP0_"
export IMPL_place_congestion=0.897
export IMPL_post_cts_resized=0
export IMPL_timing_fmax_ghz=0.260
export IMPL_vdd_drop_max_uv=206
export IMPL_rsz0062_at_grt="no"
export IMPL_cts_buffer_depth=2
export IMPL_ff_type="dfrtp_1"
export IMPL_pwr_share_comb_pct=12.7
export IMPL_avgSynthCellArea_sq_um=8.59
export IMPL_cts_sinks=18
export IMPL_skew_ps=0.825
export IMPL_synth_edff_count=0
export IMPL_fp_row_count=36
export IMPL_path_max_fanout=10
export IMPL_wl_per_cell_microns=8.46
export IMPL_grt_pass1_wl_microns=3970
export IMPL_critPathKind="in2out"
export IMPL_antenna_found_initial=0
export IMPL_port_buffers=9
export IMPL_crit_top_cell="clkdlybuf4s50_1"
==> cell type report <==
class,count,area [sq um],area share [%]
clock buffer,4,55.1,4.13
sequential,18,455,34.1
multi-input combinational,88,518,38.8
tap,133,166,12.5
timing repair buffer,11,105,7.88
inverter,9,33.8,2.53
==> cell families (layout without fill, tap and decap cells) <==
| family | after synthesis | in the layout | synth area share, % |
|---|---|---|---|
| AOI/OAI and AO/OA | 38 | 38 | 24.3 |
| buffers and inverters | 15 | 24 | 6.38 |
| DFF | 18 | 18 | 43.8 |
| muxes | 6 | 6 | 5.78 |
| and+or+nand+nor | 44 | 44 | 19.7 |
==> state kept, by name (all words and copies together) (netlist names) <==
| name | cells |
|---|---|
| I2.curr_state | 4 |
| I4.curr_state | 6 |
| I3.curr_state | 5 |
| I1.curr_state | 3 |
==> power groups by stage <==
stage | clock network (mW) | logic [mW] | registers, mW
CTS | 0.129 | 0.0421 | 0.162
global route | 0.134 | 0.0473 | 0.163
finish | 0.124 | 0.0416 | 0.162
==> path summary, 6_finish.rpt <==
path	end	depth (start not counted)
setup / recovery	product	6
setup reg to reg	I3.curr_state[1]$_DFF_PP0_	3
hold / removal	I2.curr_state[0]$_DFF_PP1_	2
max in group asynchronous	I2.curr_state[1]$_DFF_PP0_	2
hold reg to reg	I2.curr_state[0]$_DFF_PP1_	2
min in group asynchronous	I1.curr_state[2]$_DFF_PP0_	2
==> worst min-delay path, cell delays in order (launching register included) <==
cell     delay, ps
dfrtp_1        360
o22ai_1         70
nand2_1         70
==> layer usage <==
layer,wire (microns),vias up,share of wire (%),GRT usage [%]
met5,0,-,0,0
met4,0,0,0,0.305
met3,93,0,4.2,1.06
met2,1020,15,46,5.29
met1,1110,411,50,3.98
li1,-,446,-,-
==> placed cells by master (no fill, tap or decap), types with 3 or more instances in the layout <==
cell	count
dfrtp_1	14
clkdlybuf4s50_1	9
a22oi_1	4
nor2_1	22
a211oi_1	6
a21oi_1	16
inv_1	7
mux2i_1	6
clkbuf_8	4
o22ai_1	4
nand2_1	8
dfstp_2	4
nand2b_1	3
==> metrics by stage <==
step	utilization, %	cell area, sq um	total power [mW]
2_1_floorplan	-	1040	0.193
3_3_place_gp	13.3	1280	0.207
3_5_place_dp	13.3	1280	0.207
4_1_cts	13.8	1330	0.333
5_1_grt	13.8	1330	0.344
6_report	13.8	1330	0.328
Power is estimated from default activity; no workload was simulated.
